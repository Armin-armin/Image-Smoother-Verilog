===== config.mk =====
export PLATFORM = sky130hd
export DESIGN_NAME = input_control
export DESIGN_NICKNAME = input_control
export VERILOG_FILES = /design/flow/design.v
export SDC_FILE = /design/flow/constraint.sdc
export NUM_CORES = 4
export LEC_CHECK = 1
export CORE_UTILIZATION = 30

===== design.v =====
`timescale 1ns / 1ps
module input_control(
    input clk,
    input reset,
    input conv_run,
    input [71:0] kernel,
    output reg enable_ram,
    output reg [7:0] address_ram,
    output reg [23:0] weight
    );
    reg [1:0] count = 0;
    integer last_addr = 8'b0;
    always @(posedge clk, posedge reset)
    begin
        if (reset) begin
            enable_ram <= 0;
            address_ram <= 0;
            count <= 0;
        end
        else begin
            count <= count + 1;
            if (conv_run) begin
                enable_ram <= 1;                
                case (count)
                    0: begin
                        weight <= kernel[71:48];
                        address_ram <= last_addr;
                    end
                    1: begin
                        weight <= kernel[47:24];
                        address_ram <= last_addr + 1;
                    end
                    2: begin
                        weight <= kernel[23:0];
                        address_ram <= last_addr + 2;
                    end
                    3: begin
                        last_addr <= last_addr + 1;
                    end
                endcase
            end
            else
                enable_ram <= 0;
        end
    end    
endmodule

===== constraint.sdc =====
current_design input_control

set clk_period 3.9
set clk_io_pct 0.2

create_clock -name clk0 -period $clk_period [get_ports {clk}]

set non_clock_inputs [all_inputs -no_clocks]
set_input_delay [expr $clk_period * $clk_io_pct] -clock clk0 $non_clock_inputs
set_output_delay [expr $clk_period * $clk_io_pct] -clock clk0 [all_outputs]

===== run.sh =====
#!/bin/bash
# OpenROAD 26Q1-2900-gdf79404cd8, Yosys 0.63+post, stock flow scripts
make -C /OpenROAD-flow-scripts/flow DESIGN_CONFIG=/design/flow/config.mk WORK_HOME=/design/flow/orfs finish

==> results.ini <==
[die]
rows = 31
core-area_um2 = 7290
fp_util = 0.311
fp.dieH_um = 89.0
die_w_um = 89.0
pin_count = 108
die-area_um2 = 7920

[worst_setup_path]
crit_type = primary input to flop
cp-end-kind = flop
crit_required_ns = 3.87
startpoint_type = primary input
crit_arrival_ns = 2.08
cp_max_fo = 24
cp_slowest_stage_delay_ns = 0.49
slowest_stage = clkdlybuf4s50_1
crit_chain = clkdlybuf4s50_1 -> nand2b_1 -> nor2_2 -> buf_4

[yosys]
yosysSeqAreaShare = 0.544
yosysCellCount = 211
ys_types = 37
synthArstFlopShare = 0.256
netlist_top_cells_area = edfxtp_1 42%, dfrtp_1 12%, a22oi_1 7.9%
common_cells = 35 x nand2_1, 32 x edfxtp_1, 30 x o21ai_0, 24 x a22oi_1, 11 x dfrtp_1
synth.avg_cell_area_um2 = 10.8
synth_top_area_share = 0.423
mappedNetlistArea_um2 = 2270
ys_sh_aoi = 0.208
ys_seq_elements = 43
synthSimpleGateAreaFrac = 0.113
ys_sh_adder = 0.0331
yosys-stat-area_um2 = 2270
ys_top_logic_family = AND-OR/OR-AND gates
xor_share = 0.0303
edf_count = 32
top_area_cell = edfxtp_1
ff_type = edfxtp_1
syn_inst = 211
ys_sh_mux = 0.00992
ys_warn_count = 1
synth_top_cell_by_count = nand2_1

[pwr]
p_sw_mw = 0.186
p_seq_frac = 0.566
comb_power_share = 0.133
power_leakage_nw = 1.29
ir_worst_vdd_mv = 0.171
netSwitchingFraction = 0.207
p_int_mw = 0.714
powerDensity_nw_per_um2 = 259
pwr-share-clk = 0.302

[timing]
fin_setup_tns_ns = 0
setup_viol = 0
finalCritPeriodShare = 0.541
finalCriticalPeriod_ns = 2.11
worst_slack_ns = 1.79
tightest_slew_ns = 0.561
maxSlewViolCount = 0
fmax_mhz = 474
final_hold_viol_count = 0
relSlewSlack = 0.626
skew_ns = 0.0104
grt_setup_unrepaired = false

[place]
placed_area_um2 = 3390
gp_congestion = 0.825
io_buffer_count = 107
dpl.cell_count = 402
dp_slack_ns = 1.46
hpwl_um = 4490

[global_route]
grt_max_degree = 62
overflow = 0
antenna_found_initial = 0
grt_pass1_wl_um = 9320
grt_use_total = 0.162
grt_pass1_vias = 1866

[clock_tree]
clk_pin_slew_worst_paths_ns = 0.08
numCtsBuffers = 5
cts_hold_buf = 0
cts-root-buf = clkbuf_8
cts_setup_buffers = 0
ctsHtreeMaxLevel = 2
cts_tree = yes
cts.repair.resized = 0
cts_sinks = 43
clk_latency_ns = 0.29
cts_buffer_depth = 2

[routing]
drtPass1Iterations = 4
wl_per_cell_um = 15.1
avgViaCountPerCell = 4.73
route.detailed.drc = 0
wl_um = 6210
num_antenna_cells = 0
initialDrtViolationCount = 95
ant_nets = 0
vias = 1938

[finish]
drive_gt1_frac = 0.0740
final_area_um2 = 3470
fin_util = 0.476
fill_cells = 706
synthToLayoutAreaGrowth_pct = 53.0
stdcell_count = 410

[run]
drv_cap = 0
warnings = 28

[min_path]
worstHoldPathType = flop to flop

[status]
outcome = complete, no violations

-- final timing paths --
check | cells after the start | slack [ns] | to | startpoint
max | 4 | 1.79 | weight[17] | conv_run
min | 2 | 0.49 | address_ram[3] | address_ram[3]
max reg2reg | 7 | 1.92 | address_ram[3] | count[0]
min reg2reg | 2 | 0.49 | address_ram[3] | address_ram[3]
max in group asynchronous | 2 | 2.76 | address_ram[6] | reset
min in group asynchronous | 2 | 0.84 | count[0] | reset
-- metrics by stage --
step / hold WS [ns] / total power, mW
floorplan: 0.423 / 0.548
global placement: 0.474 / 0.639
detailed placement: 0.475 / 0.640
CTS: 0.494 / 0.916
global route: 0.525 / 0.945
finish: 0.489 / 0.900
-- power groups by stage --
stage	Sequential [mW]	Clock [mW]	Combinational, mW
6_report	0.509	0.272	0.119
4_1_cts	0.509	0.286	0.121
5_1_grt	0.510	0.303	0.132
-- layer usage --
metal  wire length [um]  track usage  vias to the layer above
li1                   -            -                      968
met1               2690        0.237                      881
met2               2670        0.257                       82
met3                745       0.0534                        7
met4                 93       0.0216                        0
met5                  0            0                        -
-- cell families after synthesis --
logic type,Yosys count
AOI/OAI and AO/OA,70
xor gates and xnor gates,7
adders and majority gates,6
buffers and inverters,27
DFF,43
muxes,2
and+or+nand+nor,56
-- state kept, by name, indices dropped and copies added (netlist names) --
| name | cells |
|---|---|
| enable_ram | 1 |
| last_addr | 8 |
| weight | 24 |
| address_ram | 8 |
| count | 2 |
-- worst max-delay path, delay by kind of cell --
kind                   cells  cell delay, ns
buffers and inverters      2            0.80
AND/OR/NAND/NOR            2            0.48
-- cell usage in the layout, fill, tap and decap left out, types with 4 or more instances in the layout --
master             n
a22oi_1           24
buf_4              4
clkbuf_8           5
clkdlybuf4s50_1  107
dfrtp_1           11
edfxtp_1          32
ha_1               6
inv_1              8
nand2_1           35
nor2_1             6
o21ai_0           30
xnor2_1            4
-- area by class of cell --
type | count | area (um^2) | area share
tap | 99 | 124 | 0.0357
clock buffer | 6 | 72.6 | 0.0209
inverter | 8 | 30.0 | 0.00864
multi-input combinational | 141 | 898 | 0.259
clock inverter | 2 | 12.5 | 0.00360
timing repair buffer | 111 | 1100 | 0.317
sequential | 43 | 1240 | 0.356
Power figures rest on the tool's default switching activity, not on a simulated workload.
